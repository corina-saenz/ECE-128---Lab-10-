--- flow/design.v ---
`timescale 1ns/1ps
module control_unit #(
    parameter ADDR_A   = 3'd1,  
    parameter ADDR_B   = 3'd2,  
    parameter ADDR_RAM = 3'd0   
)(
    input  wire       clk,
    input  wire       reset,
    input  wire       start,
    input  wire [3:0] rom_data,
    input  wire [7:0] product,
    output reg  [2:0] rom_addr,
    output reg  [2:0] ram_addr,
    output reg        ram_en,
    output reg        ram_we,
    output reg  [7:0] ram_din,
    output reg  [3:0] A,
    output reg  [3:0] B,
    output reg        done
);
    localparam S_IDLE   = 3'd0;
    localparam S_READ_A = 3'd1;
    localparam S_READ_B = 3'd2;
    localparam S_MULT   = 3'd3;
    localparam S_WRITE  = 3'd4;
    localparam S_DONE   = 3'd5;
    reg [2:0] state;
    always @(posedge clk or posedge reset) begin
        if (reset) begin
            state    <= S_IDLE;
            rom_addr <= 3'd0;
            ram_addr <= 3'd0;
            ram_en   <= 1'b0;
            ram_we   <= 1'b0;
            ram_din  <= 8'd0;
            A        <= 4'd0;
            B        <= 4'd0;
            done     <= 1'b0;
        end else begin
            case (state)
                S_IDLE: begin
                    done   <= 1'b0;
                    ram_en <= 1'b0;
                    ram_we <= 1'b0;
                    if (start) begin
                        rom_addr <= ADDR_A;   
                        state    <= S_READ_A;
                    end
                end
                S_READ_A: begin
                    A        <= rom_data;     
                    rom_addr <= ADDR_B;       
                    state    <= S_READ_B;
                end
                S_READ_B: begin
                    B     <= rom_data;        
                    state <= S_MULT;
                end
                S_MULT: begin
                    state <= S_WRITE;
                end
                S_WRITE: begin
                    ram_en   <= 1'b1;
                    ram_we   <= 1'b1;
                    ram_addr <= ADDR_RAM;
                    ram_din  <= product;
                    state    <= S_DONE;
                end
                S_DONE: begin
                    ram_we <= 1'b0;
                    ram_en <= 1'b1;           
                    done   <= 1'b1;           
                end
                default: begin
                    state <= S_IDLE;
                end
            endcase
        end
    end
endmodule
--- flow/run.sh ---
#!/bin/bash
# OpenROAD 26Q1-2900-gdf79404cd8, Yosys 0.63+post, stock flow scripts
make -C /OpenROAD-flow-scripts/flow DESIGN_CONFIG=/design/flow/config.mk WORK_HOME=/design/flow/orfs finish
--- flow/config.mk ---
export PLATFORM = sky130hd
export DESIGN_NAME = control_unit
export DESIGN_NICKNAME = control_unit
export VERILOG_FILES = /design/flow/design.v
export SDC_FILE = /design/flow/constraint.sdc
export NUM_CORES = 4
export LEC_CHECK = 1
export CORE_AREA = 10 10 112 112
export DIE_AREA = 0 0 122 122
--- flow/constraint.sdc ---
current_design control_unit

set clk_period 1.8
set clk_io_pct 0.2

create_clock -name clk0 -period $clk_period [get_ports {clk}]

set non_clock_inputs [all_inputs -no_clocks]
set_input_delay [expr $clk_period * $clk_io_pct] -clock clk0 $non_clock_inputs
set_output_delay [expr $clk_period * $clk_io_pct] -clock clk0 [all_outputs]
==> results.yml <==
# generated from flow reports
clock_tree:
  cts_tree: "yes"
  clockRootBuffer: "clkbuf_8"
  clk_latency_ns: 0.27
  h-tree-depth: 1
  hold_buffers: 0
  cts_made_buffers: 3
  cts_resized: 0
  cts_max_path_buffers: 2
  cts.sinks: 27
  cts_setup_buffers: 0
  cts.clk_slew.worst_paths_ns: 0.10
job:
  maxCapViolations: 0
  warnings: 25
logic_synthesis:
  flop_cell: "dfrtp_1"
  most_common_cell: "dfrtp_1"
  yosysWarnings: 1
  seq_area_frac_synth_pct: 68.7
  yosys.cell_types.count: 16
  synthDominantCellAreaShare_pct: 66.1
  synth_area_per_cell_um2: 15.4
  synth_cells: 64
  ys_chip_area_um2: 985
  synthArstFlopShare_pct: 100
  top_cells_by_area: "dfrtp_1, mux2_2, buf_4, dfstp_2, a21o_1"
  ys_ff: 27
  synth_area_um2: 985
  ys_cells: 64
  top_cells_by_count: "dfrtp_1, mux2_2, buf_4"
  edf_count: 0
  yosysTopAreaCell: "dfrtp_1"
finish:
  design_area_um2: 1530
  drive_above_1_share_pct: 22.5
  utilization_pct: 15.0
  final_cells: 238
  area_growth_pct: 55.5
sta:
  post-route-period-util_pct: 84.5
  rsz0062_at_grt: "false"
  post-route-min-period_ns: 1.52
  worst_slack_ns: 0.279
  hold_viol_final: 0
  fin_setup_tns_ns: 0
  setup_viol: 0
  fin_skew_ns: 0.00583
  timing.fmax_ghz: 0.658
  whs_ns: 0.350
  drv_slew: 0
floorplan:
  die_w_um: 122
  num_rows: 37
  initial_core_util_pct: 9.62
  fp.coreArea_um2: 10200
  pin_count: 40
  die-area_um2: 14900
  die_h_um: 122
place:
  place_area_um2: 1480
  dp_slack_ns: 0.425
  dp.final_hpwl_mm: 1.76
  dp_cells: 234
  port_buffers: 35
  gp_congestion: 0.709
global_route:
  globalRouteOverflowTotal: 0
  grt_max_degree: 28
  grt_use_total_pct: 3.15
  grt_pass1_vias: 659
  grt_pass1_wl_mm: 3.64
  antenna_found_initial: 0
setup_path:
  rr_endpoint: "ram_en"
  cp.required_ns: 1.44
  arrival_ns: 1.16
  cp_cell_sequence: "clkdlybuf4s50_1"
  r2r-start: "state[1]"
  critPathTopFamily: "buffers and inverters"
  startpoint_type: "flop"
  cp.buffers_inverters: 1
  crit_fanout: 3
  r2r_cells: 2
  slowest_stage: "clkdlybuf4s50_1"
  crit_type: "reg -> out"
  crit_path_end_kind: "output port"
  crit_path_max_incr_delay_ns: 0.51
  r2r_slack_ns: 0.68
power:
  peakVddDrop_mv: 0.282
  power_mw: 1.01
  p_per_area_nw_per_um2: 658
  power_leakage_nw: 0.677
detailed_routing:
  ant_nets: 0
  via_count: 611
  num_antenna_cells: 0
  drt-initial-drc-count: 22
  wl_mm: 2.32
  via_per_inst: 2.57
  routedWlPerCell_um: 9.74
  drc_errors: 0
  first_pass_iters: 4
worst_hold_path:
  hp-start: "state[5]"
  holdPathEnd: "state[1]"
  hp-class: "reg -> reg"
  hold_depth: 0
run_status:
  run_status: "finished clean"
[report_power, final]
group          switching [mW]  internal (mW)  total, mW
logic                  0.0168         0.0283     0.0451
registers                   0          0.606      0.606
clock network           0.200          0.157      0.357
total                   0.217          0.792       1.01
[worst reg2reg max path, cell delays in order, from the launching register on]
cell,delay [ns]
dfrtp_1,0.55
or2_4,0.33
a21o_1,0.15
[cell families (layout without fill, tap and decap cells)]
group,after synthesis,count (layout),synth area share (%)
other cells,1,4,0.381
mux,16,16,18.3
flops,27,27,68.7
buf+inv,8,43,5.34
compound gates,4,4,2.92
simple gates,8,8,4.32
[cells in the final DEF, fill, tap and decap left out]
cell type | synthesis | routed
buf_4 | 4 | 1
a21o_1 | 2 | 2
nor3_1 | 1 | 1
clkinvlp_4 | 0 | 1
nor2_1 | 3 | 3
conb_1 | 1 | 4
o21ai_0 | 1 | 1
dfstp_2 | 1 | 1
or2_4 | 1 | 1
and2b_1 | 1 | 1
a2bb2oi_1 | 1 | 1
clkbuf_8 | 0 | 3
dfrtp_1 | 26 | 26
nand2_1 | 1 | 1
and2_1 | 1 | 1
mux2_2 | 16 | 16
clkdlybuf4s50_1 | 0 | 35
inv_1 | 3 | 3
[registers in the layout, summed over array words and instances (netlist names)]
register and count:
ram_we 1, state 6, B 4, ram_en 1, rom_addr 2, done 1
A 4, ram_din 8
[worst max path at each step]
stage | start | end | slack, ns | cells past startpoint
final | rom_addr[0] | rom_addr[0] | 0.28 | 1
after CTS | rom_addr[1] | rom_addr[1] | 0.24 | 1
after global routing | rom_addr[1] | rom_addr[1] | 0.17 | 1
[routing by layer]
metal	vias up	GRT usage [%]	wire length [um]
met5	-	0	0
met4	0	0.298	15
met2	30	4.48	961
met3	2	2.35	390
li1	282	-	-
met1	297	3.88	949
[layout make-up]
class                           count  area [um2]
Fill cell                        1122        8700
Sequential cell                    27         677
Timing Repair Buffer               36         358
Multi-Input combinational cell     32         267
Tap cell                          136         170
Clock buffer                        3        41.3
Inverter                            3        11.3
Clock inverter                      1        7.51
Power is estimated from default activity; no workload was simulated.
